==> /design/flow/design.v <==
`timescale 1ns / 1ps
module BCDConverter(number, tens, ones);
   input  [6:0] number;
   output reg [3:0] tens;
   output reg [3:0] ones;
   reg [15:0] shift;
   integer i;
   always @(number)
   begin
      shift[15:7] = 0;
      shift[6:0] = number;
      for (i=0; i<8; i=i+1) begin
         if (shift[11:8] >= 5)
            shift[11:8] = shift[11:8] + 4'd3;
         if (shift[15:12] >= 5)
            shift[15:12] = shift[15:12] + 4'd3;
         shift = shift << 1;
      end
      tens     = shift[15:12];
      ones     = shift[11:8];
   end
endmodule
==> /design/flow/run.sh <==
#!/bin/bash
# OpenROAD 26Q1-2900-gdf79404cd8, Yosys 0.63+post, stock flow scripts
make -C /OpenROAD-flow-scripts/flow DESIGN_CONFIG=/design/flow/config.mk WORK_HOME=/design/flow/orfs finish
==> /design/flow/config.mk <==
export PLATFORM = sky130hd
export DESIGN_NAME = BCDConverter
export DESIGN_NICKNAME = BCDConverter
export VERILOG_FILES = /design/flow/design.v
export SDC_FILE = /design/flow/constraint.sdc
export NUM_CORES = 4
export LEC_CHECK = 1
export CORE_AREA = 10 10 70 70
export DIE_AREA = 0 0 80 80
==> /design/flow/constraint.sdc <==
current_design BCDConverter

set clk_period 4.3
set clk_io_pct 0.2

create_clock -name clk0 -period $clk_period

set non_clock_inputs [all_inputs -no_clocks]
set_input_delay [expr $clk_period * $clk_io_pct] -clock clk0 $non_clock_inputs
set_output_delay [expr $clk_period * $clk_io_pct] -clock clk0 [all_outputs]
==> results.sh <==
# flow metrics
export IMPL_worst_ir_drop_vdd_mv=0.06691
export IMPL_finalMaxSlewViolations=0
export IMPL_status="finished, violations left"
export IMPL_critPathBufInv=6
export IMPL_synth_largest_area_cell="ha_1"
export IMPL_cp_data_arrival_time_ns=4.46
export IMPL_setup_worst_path_class="in2out"
export IMPL_whs_endpoint="ones[0]"
export IMPL_core_area_mm2=0.003416
export IMPL_drt_total_wl_um=1943
export IMPL_placed_cell_area_mm2=0.001207
export IMPL_avgRoutedWirePerCell_um=10.73
export IMPL_netSwitchingPower_mw=0.1450
export IMPL_ys_sh_adder_pct=18.87
export IMPL_worst_hold_path_num_cells=0
export IMPL_postSynthAreaPerCell_um2=8.087
export IMPL_yosys_chip_area_um2=663.1
export IMPL_min_delay_start="number[0]"
export IMPL_clock_fmax_ghz=0.1880
export IMPL_final_setup_viol_count=7
export IMPL_detailedPlacementHpwl_um=1472
export IMPL_fin_area_mm2=0.001374
export IMPL_grt_usage_pct=5.409
export IMPL_drt_initial_drc_count=17
export IMPL_critical_path_startpoint="number[5]"
export IMPL_rsz0062_at_grt="true"
export IMPL_pin_count_of_the_biggest_net_entering_global_routing=7
export IMPL_critical_path_top_cell_by_count="ha_4"
export IMPL_timing_critical_path_cells="buf_12 -> inv_16 -> ha_4 -> inv_2 -> ha_4 -> a21oi_4 -> xnor2_2 -> inv_2 -> ha_4 -> nor2b_4 -> or3_4 -> and3_4 -> xnor2_4 -> ha_2 -> or2b_1 -> buf_4 -> or2b_1 -> a31oi_1 -> a311o_4 -> xnor2_4 -> o21a_1 -> a21oi_2 -> buf_2"
export IMPL_fp_dieH_um=80
export IMPL_fin_setup_tns_ns=-6.566
export IMPL_tool_warnings=39
export IMPL_worstMarginPinSlew_ns=0.3309
export IMPL_maxCapViolations=0
export IMPL_antenna_found_initial=0
export IMPL_synthDominantCellAreaShare_pct=18.87
export IMPL_maxSlewHeadroom_pct=77.94
export IMPL_worst_slack_ns=-1.020
export IMPL_global_route_congestion_overflow_total=0
export IMPL_flow_area_growth_from_synthesis_pct=107.2
export IMPL_avgViaCountPerCell=4.232
export IMPL_hold_crit_path_type="in2out"
export IMPL_critPathRequiredTime_ns=3.44
export IMPL_netSwitchingFraction_pct=42.48
export IMPL_sequentialPowerShare_pct=0
export IMPL_crit_family="simple AND/OR/NAND/NOR gates"
export IMPL_core_util_floorplan_pct=19.41
export IMPL_synth_seq_share_pct=0
export IMPL_area_leaders="ha_1, a21oi_1, inv_1"
export IMPL_num_vias=766
export IMPL_violations="setup timing"
export IMPL_detail_route_first_pass_iterations=4
export IMPL_grt_pass1_vias=739
export IMPL_worst_path_largest_cell_delay_ns=0.35
export IMPL_synth_warning_count=1
export IMPL_postRouteAntennaNets=0
export IMPL_logic_family="AND-OR/OR-AND gates"
export IMPL_seq_cells=0
export IMPL_post_synth_inst_count=82
export IMPL_p_clk_share_pct=0
export IMPL_yosysUniqueCellTypes=41
export IMPL_ys_sh_aoi_pct=36.04
export IMPL_cpMaxStageDelayCell="a311o_4"
export IMPL_total_leakage_power_nw=0.6101
export IMPL_global_placement_routability_congestion=0.7702
export IMPL_final_hold_violation_count=0
export IMPL_p_comb_share_pct=100.0
export IMPL_period_needed_ns=5.320
export IMPL_yosys_stat_cells=82
export IMPL_drc_violations_left=0
export IMPL_final_hold_worst_slack_ns=1.720
export IMPL_flop_area_um2=0
export IMPL_synthesis_area_um2=663.1
export IMPL_worstSetupEndpointType="output port"
export IMPL_boundaryPins=15
export IMPL_fp_dieArea_mm2=0.006400
export IMPL_n_clock_buffer=0
export IMPL_p_per_area_mw_per_mm2=248.4
export IMPL_start_kind="input pin"
export IMPL_synth_area_mux_share_pct=9.623
export IMPL_power_internal_mw=0.1963
export IMPL_layout_worst_path_cycle_share_pct=123.7
export IMPL_placement_rows=21
export IMPL_grt_first_pass_wirelength_um=3049
export IMPL_num_antenna_cells=0
export IMPL_proportion_of_layout_cells_with_a_drive_suffix_above_1_pct=69.63
export IMPL_crit_path_max_fanout=4
export IMPL_synth_simple_area_share_pct=18.68
export IMPL_layout_filler_cells=331
export IMPL_synth_xor_area_share_pct=9.434
export IMPL_numPortBuffers=13
export IMPL_chipWidth_um=80
-- per-layer routing --
| layer | vias up | part of all wire (%) | GRT usage (%) |
|---|---|---|---|
| met1 | 345 | 50 | 7.474 |
| met4 | 0 | 0 | 0.3521 |
| met2 | 13 | 46 | 9.069 |
| li1 | 408 | - | - |
| met3 | 0 | 4.3 | 0.6818 |
| met5 | - | 0 | 0 |
-- placed cells by master, fill, tap and decap left out, types with 3 or more instances in the layout --
master / instances
buf_4: 39
buf_2: 7
inv_1: 6
a21oi_2: 4
ha_4: 4
ha_1: 4
nor2_1: 3
a21oi_4: 3
inv_2: 3
a21oi_1: 3
clkdlybuf4s50_1: 3
buf_6: 3
-- power by group through the flow --
stage         clock network [mW]  registers [mW]  logic [mW]
finish                         0               0       0.341
global route                   0               0       0.374
CTS                            0               0       0.301
-- worst max path at each step --
stage	endpoint	slack, ns	depth (start not counted)
4_1_cts	ones[1]	-1.11	24
5_1_grt	ones[1]	-1.22	25
6_report	ones[1]	-1.02	23
-- layout make-up --
class | instances | area, um2 | area share, %
inverter | 11 | 62.56 | 4.554
multi-input combinational | 70 | 833.3 | 60.66
tap | 46 | 57.56 | 4.189
timing repair buffer | 54 | 420.4 | 30.60
-- per-stage QoR --
step | instances | total power [mW] | setup slack (ns) | util (%)
floorplan | 82 | 0.1633 | -0.8894 | -
global placement | 174 | 0.2843 | -1.822 | 35.35
detailed placement | 174 | 0.2900 | -1.874 | 35.35
CTS | 181 | 0.3012 | -1.105 | 37.22
global route | 181 | 0.3738 | -1.219 | 40.22
finish | 181 | 0.3413 | -1.020 | 40.22
-- cell usage after synthesis, drive strengths merged --
cell type	number
o221a	1
o211ai	1
o22a	3
or3	1
xnor2	4
and2b	1
nand2b	2
mux2	2
a311o	1
o22ai	2
a31oi	1
o21a	1
o21ai	1
inv	11
mux2i	3
o21bai	2
nor2b	2
buf	1
xor2	1
a2bb2oi	1
ha	10
or2b	2
a21bo	1
and3	2
nand3	3
a21boi	1
nand2	2
a221oi	1
nor3	1
o31ai	1
a21oi	10
a311oi	1
nor2	5
-- cell families (layout without fill, tap and decap cells) --
logic type	count (synthesis)	in the layout
xor gates and xnor gates	5	5
and+or+nand+nor	21	21
buffers and inverters	12	65
muxes	5	5
adders and majority gates	10	10
AOI/OAI and AO/OA	29	29
-- repair_timing --
item	in CTS	in global routing
setup endpoints to repair	7	7
resized	40	20
pin swaps	16	14
setup buffers	7	1
hold buffers	0	0
Power is estimated from default activity; no workload was simulated.
