==> flow/design.v <==
`timescale 1ns / 1ps
module punteros(interr,derecha,clk,reset,dir2,punteroOut);
input interr;
input clk;
input reset;
input derecha;
output [3:0] dir2;
output [3:0] punteroOut;
reg [3:0] dir2;
reg [3:0] punteroOut;
reg [3:0] state;
reg [3:0] next_state;
parameter [3:0] inicio = 4'b0000;
parameter [3:0] clk_segundos = 4'b0001;
parameter [3:0] clk_minutos = 4'b0010;
parameter [3:0] clk_horas = 4'b0011;
parameter [3:0] dia = 4'b0100;
parameter [3:0] mes = 4'b0101;
parameter [3:0] year = 4'b0110;
parameter [3:0] timer_segundos = 4'b0111;
parameter [3:0] timer_minutos = 4'b1000;
parameter [3:0] timer_horas = 4'b1001;
always @(state or derecha or interr)
begin
 next_state = 0;
 case (state)
   inicio:begin
          if (interr == 1'b1)
			  next_state = clk_segundos;
			 else
			  next_state = inicio;
   end
	clk_segundos:begin
          if (derecha == 1'b1)
			  next_state = clk_minutos;
			 else
			  next_state = clk_segundos;
   end
	clk_minutos:begin
          if (derecha == 1'b1)
			  next_state = clk_horas;
			 else
			  next_state = clk_minutos;
   end
	clk_horas:begin
          if (derecha == 1'b1)
			  next_state = dia;
			 else
			  next_state = clk_horas;
   end
	dia:begin
          if (derecha == 1'b1)
			  next_state = mes;
			 else
			  next_state = dia;
   end
	mes:begin
          if (derecha == 1'b1)
			  next_state = year;
			 else
			  next_state = mes;
   end
	year:begin
          if (derecha == 1'b1)
			  next_state = timer_segundos;
			 else
			  next_state = year;
   end
	timer_segundos:begin
          if (derecha == 1'b1)
			  next_state = timer_minutos;
			 else
			  next_state = timer_segundos;
   end
	timer_minutos:begin
          if (derecha == 1'b1)
			  next_state = timer_horas;
			 else
			  next_state = timer_minutos;
   end
	timer_horas:begin
          if (derecha == 1'b1)
			  next_state = clk_segundos;
			 else
			  next_state = timer_horas;
   end
	default:begin
	       next_state = inicio;
	end
	endcase
end
always @(posedge clk)
begin
 if (reset || ~interr)
 begin
  dir2 <= 0;
  punteroOut <= 0;
  state<=inicio;
 end
 else
 begin
  state <= next_state;
  case (state)
   inicio:begin
			 dir2 <= 4'b0000;
			 punteroOut <= 4'b0000;
   end
	clk_segundos:begin
			 dir2 <= 4'b0001;
			 punteroOut <= 4'b0001;
   end
	clk_minutos:begin
			 dir2 <= 4'b0010;
			 punteroOut <= 4'b0010;
   end
	clk_horas:begin
			 dir2 <= 4'b0011;
			 punteroOut <= 4'b0011;
   end
	dia:begin
			 dir2 <= 4'b0100;
			 punteroOut <= 4'b0100;
   end
	mes:begin
			 dir2 <= 4'd5;
			 punteroOut <= 4'd5;
   end
	year:begin
			 dir2 <= 4'd6;
			 punteroOut <= 4'd6;
   end
	timer_segundos:begin
			 dir2 <= 4'd7;
			 punteroOut <= 4'd7;
   end
	timer_minutos:begin
			 dir2 <= 4'd8;
			 punteroOut <= 4'd8;
   end
	timer_horas:begin
			 dir2 <= 4'd9;
			 punteroOut <= 4'd9;
   end
	default:begin
	       state <= inicio;
	end
	endcase
 end
end
endmodule
==> flow/run.sh <==
#!/bin/bash
# OpenROAD 26Q1-2900-gdf79404cd8, Yosys 0.63+post, stock flow scripts
make -C /OpenROAD-flow-scripts/flow DESIGN_CONFIG=/design/flow/config.mk WORK_HOME=/design/flow/orfs finish
==> flow/config.mk <==
export PLATFORM = sky130hd
export DESIGN_NAME = punteros
export DESIGN_NICKNAME = punteros
export VERILOG_FILES = /design/flow/design.v
export SDC_FILE = /design/flow/constraint.sdc
export NUM_CORES = 4
export LEC_CHECK = 1
export CORE_AREA = 10 10 70 70
export DIE_AREA = 0 0 80 80
==> flow/constraint.sdc <==
current_design punteros

set clk_period 2.5
set clk_io_pct 0.2

create_clock -name clk0 -period $clk_period [get_ports {clk}]

set non_clock_inputs [all_inputs -no_clocks]
set_input_delay [expr $clk_period * $clk_io_pct] -clock clk0 $non_clock_inputs
set_output_delay [expr $clk_period * $clk_io_pct] -clock clk0 [all_outputs]
==> summary.txt <==
H-tree levels - 1
VDD IR max - 155 uV
Final worst setup slack - 0.884 ns
Total GRT Usage - 3.18%
Critical path's top delay family - buffers and inverters
Worst Path Class, Setup - reg2out
Clk root buf - clkbuf_4
Via count - 405
Max Fclk - 0.619 GHz
Site row count - 21
Yosys Warn Count - 1
Avg Inst Size Synth - 9.90 um2
Yosys Instances - 56
Mapped cell area - 554 um2
Core Util, Final - 20.6%
Top Ports - 12
Period utilization - 64.7%
Clock Sinks - 14
Crit-path max FO - 3
Worst EP arrival - 1.12 ns
Seq/Total Area, Yosys - 50.6%
Iter 0 DRT Violations - 22
Number of global-route vias before repair - 357
Reg clk slew, reported paths - 0.07 ns
First-pass GRT wire length - 1.64 mm
Layout cells sized above 1 - 9.38%
CP cell instances - clkdlybuf4s50_1
Pins over their slew limit - 0
Die Wd - 80 um
DR vias/cell - 3.68
Layout area overhead - 27.1%
Post-route clock skew - 0.00109 ns
Fp util - 16.2%
Die area - 6400 um2
Fillers - 375
Min-Delay Path Class - reg2reg
Post-Synthesis Cells - 56
Maxcap violations - 0
Final min period - 1.62 ns
First drt pass iteration count - 4
Pwr/cell area - 521 nW/um2
Slowest stage delay, CP - 0.49 ns
CP max stage cell - clkdlybuf4s50_1
Leakage - 0.246 nW
Wire per inst - 9.41 um
CP startpoint kind - register
Hold Buf Count CTS - 0
Synth unique cells - 19
Antenna violations before repair - 0
Tightest Pin Transition - 0.496 ns
HPWL after DPL - 789 um
CTS resizes - 0
Antenna Cells - 0
Clk latency late pin - 0.27 ns
CTS tree - yes
Port buffer count - 11
RD Place Congestion - 0.819
Die Y - 80 um
RSZ-0062 raised after global routing - false
Status - finished, final reports clean
Max_slew headroom - 66.8%
Drt total wl - 1.04 mm
DR DRC count - 0
OpenROAD warnings - 25
Setup slack at placement - 0.716 ns
Critical path buffers and inverters - 1
Post-synth regs - 14
Setup tns final - 0 ns
Core Box Area - 3420 um2
Post-CTS Setup Bufs - 0
Post-route ant nets - 0
Final setup viols - 0
Clock tree buffer depth - 2
Num CTS Buffers - 3
CP Capture Type - primary output
Largest net degree at the start of global routing - 14
YS chip area - 554 um2
Critical Path RT - 2.00 ns
Final hold violation count - 0
Total gr overflow - 0
## final cells by class
type	instances	area, um2	area share (%)
multi-input cells	35	230	32.7
flip-flops and latches	14	280	39.8
repair buffers	11	110	15.6
clock buffers	3	22.5	3.20
inverters	1	3.75	0.533
well taps	46	57.6	8.17
## cells in the mapped netlist
library cell / count / share of area (%)
a211oi_1: 1 / 1.4
a31oi_1: 1 / 1.1
and2b_1: 1 / 1.4
buf_2: 2 / 1.8
buf_4: 4 / 5.4
dfxtp_1: 14 / 51
inv_2: 1 / 0.68
mux2i_1: 8 / 14
nand2_1: 3 / 2.0
nand3b_1: 1 / 1.4
nand4b_1: 1 / 1.6
nor2_1: 10 / 6.8
nor2b_1: 1 / 1.1
nor3_2: 1 / 1.8
nor4_1: 2 / 2.3
nor4_2: 1 / 2.3
o21ai_0: 1 / 0.90
o21ai_1: 1 / 0.90
o22ai_1: 2 / 2.3
## where the power goes
group | internal [W] | switching (W)
Combinational | 0.0000121 | 0.0000107
Sequential | 0.000226 | 0.00000211
Clock | 0.0000557 | 0.0000610
## final timing paths
kind,startpoint,end,slack (ns),cells after the start
worst min register to register,dir2[3]$_SDFFE_PP0P_,dir2[3]$_SDFFE_PP0P_,0.47,2
worst max register to register,state[2]$_DFF_P_,dir2[3]$_SDFFE_PP0P_,1.42,3
worst min-delay path,dir2[3]$_SDFFE_PP0P_,dir2[3]$_SDFFE_PP0P_,0.47,2
worst max-delay path,dir2[0]$_SDFFE_PP0P_,dir2[0],0.88,1
## sequential cells by signal, summed over array words and instances (netlist names)
| signal | count |
|---|---|
| dir2 | 4 |
| state | 10 |
## per-layer routing
layer	share of wire (%)	GRT usage, %	vias up
met5	0	0	-
met4	1.3	0.352	0
met3	13	2.27	2
met2	40	4.41	12
met1	46	4.03	183
li1	-	-	208
## cell usage in the layout, fill, tap and decap left out
cell | synthesis | final
nor3_2 | 1 | 1
nor2_1 | 10 | 10
nor4_2 | 1 | 1
o21ai_1 | 1 | 1
o21ai_0 | 1 | 1
nand2_1 | 3 | 3
a31oi_1 | 1 | 1
o22ai_1 | 2 | 2
and2b_1 | 1 | 1
nand3b_1 | 1 | 1
dfxtp_1 | 14 | 14
nor2b_1 | 1 | 1
nand4b_1 | 1 | 1
mux2i_1 | 8 | 8
inv_2 | 1 | 1
nor4_1 | 2 | 2
clkdlybuf4s50_1 | 0 | 11
a211oi_1 | 1 | 1
clkbuf_4 | 0 | 3
## cell families (layout without fill, tap and decap cells)
group	count (synthesis)	in the layout	synth area share [%]
AND/OR/NAND/NOR	21	21	20.5
flip-flops	14	14	50.6
multiplexers	8	8	14.4
buffers and inverters	7	15	7.90
AND-OR/OR-AND	6	6	6.55
## tightest hold or removal path: stages, from the launching register on
cell and delay (ns):
dfxtp_1 0.32, nand2_1 0.06, o21ai_1 0.05
## stage by stage
step	area (um2)	hold WS [ns]	power, W	instances
finish	704	0.472	0.000367	110
global route	704	0.521	0.000385	110
CTS	704	0.482	0.000373	110
detailed placement	682	0.464	0.000256	107
global placement	682	0.451	0.000256	107
floorplan	554	0.429	0.000248	56
Power is estimated from default activity; no workload was simulated.
