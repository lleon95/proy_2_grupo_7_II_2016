<file path="/design/flow/design.v">
`timescale 1ns / 1ps
module inicializacion(reset,iniciar,clk,fin,dir,dato,escritura,true);
input reset;
input iniciar;
input clk;
input fin;
output [7:0] dir;
output [7:0] dato;
output escritura;
output true;
reg [7:0] dir;
reg [7:0] dato;
reg escritura;
reg true;
reg [2:0] state;
reg [2:0] next_state;
parameter [2:0] inicio = 3'b000;
parameter [2:0] bit_on = 3'b001;
parameter [2:0] bit_off = 3'b010;
parameter [2:0] mascara = 3'b011;
parameter [2:0] enable = 3'b100;
parameter [2:0] init_hora = 3'b101;
parameter [2:0] finalizacion = 3'b110;
always @(iniciar or fin or state)
begin
 next_state = 0;
 case (state)
 inicio:begin
         if (iniciar == 1'b1)
         next_state = bit_on;
		  else
		   next_state = inicio;
		end
 bit_on:begin
         if (fin == 1'b1)
         next_state = bit_off;
		  else
		   next_state = bit_on;
	   end
 bit_off:begin
         if (fin == 1'b1)
         next_state = mascara;
		  else
		   next_state = bit_off;
	   end
 mascara:begin
         if (fin == 1'b1)
         next_state = enable;
		  else
		   next_state = mascara;
		end
 enable:begin
         if (fin == 1'b1)
         next_state = init_hora;
		  else
		   next_state = enable;
		end
 init_hora:begin
         if (fin == 1'b1)
         next_state = finalizacion;
		  else
		   next_state = init_hora;
		end
 finalizacion:begin
		   next_state = inicio;
		end
 default:begin
          next_state = inicio;
			end
 endcase
end
always @(posedge clk)
begin
	if (reset || ~iniciar)
	begin
	 dir <= 8'b0;
    dato <= 8'b0;
    escritura <= 1'b0;
    true <= 1'b0;
	 state <= inicio;
	end
	else
	begin
	 state <= next_state;
	 case(state)
     inicio:begin
	          dir <= 8'b0;
             dato <= 8'b0;
             escritura <= 1'b0;
             true <= 1'b0;
            end
     bit_on:begin
	          dir <= 8'h02;
             dato <= 8'b00010000;
             escritura <= 1'b1;
             true <= 1'b0;
            end
	  bit_off:begin
	           dir <= 8'h02;
              dato <= 1'd0;
              escritura <= 1'b1;
              true <= 1'b0;
				 end
	  mascara:begin
	           dir <= 8'h01;
              dato <= 8'b01000100;
              escritura <= 1'b1;
              true <= 1'b0;
             end
	  enable:begin
	           dir <= 8'h00;
              dato <= 8'b00001000;
              escritura <= 1'b1;
              true <= 1'b0;
             end
     init_hora:begin
	            dir <= 8'b00100011;
               dato <= 8'b00001100;
               escritura <= 1'b1;
               true <= 1'b1;
              end
	  finalizacion:begin
	            dir <= 8'b00000000;
               dato <= 8'b00000000;
               escritura <= 1'b0;
               true <= 1'b1;
              end
     default:begin
              state <= inicio;	  
             end	  
	 endcase
	end
end  
endmodule
</file>
<file path="/design/flow/run.sh">
#!/bin/bash
# OpenROAD 26Q1-2900-gdf79404cd8, Yosys 0.63+post, stock flow scripts
make -C /OpenROAD-flow-scripts/flow DESIGN_CONFIG=/design/flow/config.mk WORK_HOME=/design/flow/orfs finish
</file>
<file path="/design/flow/config.mk">
export PLATFORM = sky130hd
export DESIGN_NAME = inicializacion
export DESIGN_NICKNAME = inicializacion
export VERILOG_FILES = /design/flow/design.v
export SDC_FILE = /design/flow/constraint.sdc
export NUM_CORES = 4
export LEC_CHECK = 1
export CORE_AREA = 10 10 74 74
export DIE_AREA = 0 0 84 84
</file>
<file path="/design/flow/constraint.sdc">
current_design inicializacion

set clk_period 2.1
set clk_io_pct 0.2

create_clock -name clk0 -period $clk_period [get_ports {clk}]

set non_clock_inputs [all_inputs -no_clocks]
set_input_delay [expr $clk_period * $clk_io_pct] -clock clk0 $non_clock_inputs
set_output_delay [expr $clk_period * $clk_io_pct] -clock clk0 [all_outputs]
</file>
==> run_summary.xml <==
<?xml version="1.0" encoding="UTF-8"?>
<metrics>
  <group name="run_status">
    <metric name="run_status" unit="">complete, no violations</metric>
  </group>
  <group name="route">
    <metric name="drcViolationCount" unit="">0</metric>
    <metric name="routed_wirelength" unit="um">1408</metric>
    <metric name="via_count" unit="">482</metric>
    <metric name="insertedDiodeCount" unit="">0</metric>
    <metric name="antenna_violating_nets_post_route" unit="">0</metric>
    <metric name="wl_per_cell" unit="um">10.35</metric>
    <metric name="drt_iter0_drc" unit="">50</metric>
    <metric name="count_of_tritonroute_iterations_in_the_first_routing_pass" unit="">3</metric>
    <metric name="post_drt_via_cell_ratio" unit="">3.544</metric>
  </group>
  <group name="timing">
    <metric name="final_period_demand_of_the_worst_path" unit="ns">1.476</metric>
    <metric name="max_clock_freq" unit="MHz">677.4</metric>
    <metric name="skew" unit="ns">0.0006598</metric>
    <metric name="timing_hold_violations_final" unit="">0</metric>
    <metric name="total_count_of_max_transition_violations_in_the_final_report" unit="">0</metric>
    <metric name="rsz_0062_raised_after_global_routing" unit="">no</metric>
    <metric name="finalSetupViolations" unit="">0</metric>
    <metric name="timing.setup.tns" unit="ns">0</metric>
    <metric name="finalClockPeriodUsage" unit="">0.7030</metric>
  </group>
  <group name="finish">
    <metric name="n_fill_cell" unit="">444</metric>
    <metric name="post_route_cells_drive_above_1_share" unit="">0.1047</metric>
    <metric name="fin_util" unit="">0.2158</metric>
    <metric name="layout-area-overhead-vs-synth" unit="%">29.25</metric>
  </group>
  <group name="synth">
    <metric name="synth-seq-area-share" unit="">0.4830</metric>
    <metric name="syn_inst" unit="">73</metric>
    <metric name="synth_area_per_cell" unit="um2">9.084</metric>
    <metric name="ys_sh_xor" unit="">0</metric>
    <metric name="post_synth_and_or_nand_nor_area_fraction" unit="">0.2415</metric>
    <metric name="yosys.area_share.adder" unit="">0</metric>
    <metric name="synthTopCellsByArea" unit="">dfxtp_1 48%, buf_4 10%, mux2i_1 6.0%, nor2_1 5.7%, nand2_1 4.5%</metric>
    <metric name="share_of_flip_flops_with_an_asynchronous_set_or_reset" unit="">0</metric>
    <metric name="netlist.area_leader.share" unit="">0.4830</metric>
    <metric name="ys_sh_aoi" unit="">0.08113</metric>
    <metric name="list_of_most_frequent_post_synthesis_cells" unit="">16 x dfxtp_1, 10 x nor2_1, 9 x buf_4</metric>
    <metric name="ff_type" unit="">dfxtp_1</metric>
    <metric name="post-synth-top-count-cell" unit="">dfxtp_1</metric>
    <metric name="enable_flop_cells" unit="">0</metric>
    <metric name="synth_cell_types" unit="">24</metric>
    <metric name="ys_top_logic_family" unit="">simple AND/OR/NAND/NOR gates</metric>
    <metric name="synth.mux.area_fraction" unit="">0.06038</metric>
    <metric name="yosys_warnings" unit="">1</metric>
    <metric name="ys_cells" unit="">73</metric>
    <metric name="ys_seq_elements" unit="">16</metric>
    <metric name="yosys_area" unit="um2">663.1</metric>
    <metric name="syn_area" unit="um2">663.1</metric>
    <metric name="yosysTopAreaCell" unit="">dfxtp_1</metric>
  </group>
  <group name="critical_path">
    <metric name="setup.worst_path.class" unit="">reg -&gt; out</metric>
    <metric name="worst-path-max-fanout" unit="">2</metric>
    <metric name="slowest_cell_on_crit_path" unit="">clkdlybuf4s50_1</metric>
    <metric name="worst-r2r-cell-count" unit="">3</metric>
    <metric name="cp-end-kind" unit="">output port</metric>
    <metric name="max_stage_delay" unit="ns">0.49</metric>
    <metric name="worstPathArrival" unit="ns">1.06</metric>
    <metric name="crit_buf_inv" unit="">1</metric>
    <metric name="critical_path.startpoint_type" unit="">register</metric>
    <metric name="cpLargestDelayFamily" unit="">buffers and inverters</metric>
    <metric name="crit_chain" unit="">clkdlybuf4s50_1</metric>
    <metric name="critical_path_required" unit="ns">1.68</metric>
    <metric name="cp_num_cells" unit="">1</metric>
  </group>
  <group name="clock_network">
    <metric name="postCtsSetupBuffers" unit="">0</metric>
    <metric name="h-tree-depth" unit="">1</metric>
    <metric name="cts.clk_slew.worst_paths" unit="ns">0.06</metric>
    <metric name="clock_tree.buffer_depth" unit="">2</metric>
    <metric name="cts_resized" unit="">0</metric>
    <metric name="clock_insertion_delay_worst_skew" unit="ns">0.24</metric>
    <metric name="tritoncts_num_sinks" unit="">16</metric>
    <metric name="clk_root_buffer_cell" unit="">clkbuf_8</metric>
    <metric name="tritoncts_buffers" unit="">3</metric>
    <metric name="tritoncts_clock_tree" unit="">built</metric>
    <metric name="hold_buffers" unit="">0</metric>
  </group>
  <group name="placement">
    <metric name="finalWeightedCongestion" unit="">0.7534</metric>
    <metric name="dp_hpwl" unit="um">1094</metric>
    <metric name="port_buffers" unit="">12</metric>
  </group>
  <group name="floorplan">
    <metric name="die_area" unit="mm2">0.007056</metric>
    <metric name="initial_utilization" unit="">0.1670</metric>
    <metric name="placementRows" unit="">23</metric>
    <metric name="ioPinCount" unit="">22</metric>
    <metric name="die-height" unit="um">84</metric>
    <metric name="die.size.x" unit="um">84</metric>
    <metric name="core_footprint" unit="mm2">0.003971</metric>
  </group>
  <group name="global_route">
    <metric name="antenna_found_initial" unit="">0</metric>
    <metric name="number_of_global_route_vias_before_repair" unit="">498</metric>
    <metric name="globalRouteOverflowTotal" unit="">0</metric>
    <metric name="maximum_number_of_pins_on_one_net_before_global_route_repair" unit="">11</metric>
    <metric name="globalRouteTotalUtil" unit="">0.03870</metric>
    <metric name="grt_pass1_wl" unit="um">2325</metric>
  </group>
  <group name="pwr">
    <metric name="power_leakage" unit="nW">0.3195</metric>
    <metric name="ir_worst_vdd" unit="V">0.0002176</metric>
    <metric name="powerDensity" unit="mW/mm2">703.4</metric>
  </group>
  <group name="worst_hold_path">
    <metric name="min-delay-path-class" unit="">reg -&gt; reg</metric>
    <metric name="hold_path_depth" unit="">2</metric>
  </group>
  <group name="flow_run">
    <metric name="drv_cap" unit="">0</metric>
    <metric name="stage_log_warnings" unit="">25</metric>
  </group>
</metrics>
[stage by stage]
| step | setup WS, ns | std cells | total power, mW | instance area [um2] | hold WS (ns) |
|---|---|---|---|---|---|
| finish | 0.6237 | 136 | 0.6029 | 857.1 | 0.4585 |
| global route | 0.5500 | 136 | 0.6311 | 857.1 | 0.4835 |
| CTS | 0.5980 | 136 | 0.6104 | 857.1 | 0.4643 |
| detailed placement | 0.6031 | 132 | 0.3484 | 802.0 | 0.4456 |
| global placement | 0.6222 | 132 | 0.3484 | 802.0 | 0.4491 |
| floorplan | 1.117 | 81 | 0.3478 | 693.2 | 0.4139 |
[layout by cell type (no fill, tap or decap), drive strengths merged, types with 3 or more instances in the layout]
master and count:
dfxtp 16, clkdlybuf4s50 12, nor2 11, conb 9, nand2 8, mux2i 4
clkbuf 4, o21ai 4, a21oi 3
[path summary, 6_finish.rpt]
path,start,to,slack (ns)
setup reg to reg,state[4],dir[1],1.04
setup / recovery,dato[2],dato[2],0.62
hold / removal,dato[3],dato[3],0.46
hold reg to reg,dato[3],dato[3],0.46
[metal layers]
metal  GRT usage  part of all wire
met1     0.04358              0.44
met2     0.05993              0.43
met3     0.02461              0.11
met4    0.009132             0.017
met5           0                 0
[kinds of logic after synthesis]
kind of cell,count (synthesis)
buffers and inverters,13
muxes,4
and+or+nand+nor,29
AOI/OAI and AO/OA,10
DFF,16
other,1
[report_power, final]
group	total (mW)	leakage, nW	switching [mW]	internal, mW
combinational	0.0309	0.161	0.0163	0.0146
sequential	0.310	0.129	0.00350	0.307
clock	0.262	0.0288	0.0957	0.166
[flip-flops by register name, indices dropped and copies added, names as in the netlist]
| signal | count |
|---|---|
| state | 7 |
| dato | 4 |
| dir | 3 |
| escritura | 1 |
| true | 1 |
[final cells by class]
cell class	count	area, um2	area share
well taps	50	62.56	0.07299
flip-flops and latches	16	320.3	0.3737
multi-input cells	52	287.8	0.3358
repair buffers	13	127.6	0.1489
clock buffers	4	55.05	0.06423
inverters	1	3.754	0.004380
No activity file was given, so power comes from the tool's default toggle rates.
