<file path="run.sh">
#!/bin/bash
# OpenROAD 26Q1-2900-gdf79404cd8, Yosys 0.63+post, stock flow scripts
make -C /OpenROAD-flow-scripts/flow DESIGN_CONFIG=/design/flow/config.mk WORK_HOME=/design/flow/orfs finish
</file>
<file path="config.mk">
export PLATFORM = sky130hd
export DESIGN_NAME = memoria_up
export DESIGN_NICKNAME = memoria_up
export VERILOG_FILES = /design/flow/design.v
export SDC_FILE = /design/flow/constraint.sdc
export NUM_CORES = 4
export LEC_CHECK = 1
export CORE_UTILIZATION = 40
</file>
<file path="design.v">
`timescale 1ns / 1ps
module memoria_up(addr,up,addrm,erase,reset,clk,dato_up);
input up;
input reset;
input erase;
input [3:0]addrm;
input clk;
input [3:0] addr;
output [7:0] dato_up;
reg [7:0] dato_up;
reg [7:0] mem [0:15];
always @(posedge clk)
begin
 if (reset)
 begin
  dato_up <= 0;
  mem[0]<= 0;
  mem[1]<= 0;
  mem[2]<= 0;
  mem[3]<= 0;
  mem[4]<= 0;
  mem[5]<= 0;
  mem[6]<= 0;
  mem[7]<= 0;
  mem[8]<= 0;
  mem[9]<= 0;
  mem[10]<= 0;
  mem[11]<= 0;
  mem[12]<= 0;
  mem[13]<= 0;
  mem[14]<= 0;
  mem[15]<= 0;
 end
 else
 begin
  if (erase)
   mem[addrm] <= 0;
	else
	 dato_up <= mem[addrm];
  if (up)
   mem[addr] <= mem[addr] + 1;
  else
  begin
  end
 end
end
endmodule
</file>
<file path="constraint.sdc">
current_design memoria_up

set clk_period 6.7
set clk_io_pct 0.2

create_clock -name clk0 -period $clk_period [get_ports {clk}]

set non_clock_inputs [all_inputs -no_clocks]
set_input_delay [expr $clk_period * $clk_io_pct] -clock clk0 $non_clock_inputs
set_output_delay [expr $clk_period * $clk_io_pct] -clock clk0 [all_outputs]
</file>
==> deck_impl_summary.md <==
Synthesis and Place & Route Summary

GRT
  • Largest net degree at the start of global routing: 37
  • Vias in the first global route: 4980
  • M1 GR Usage: 0.308
  • Initial antenna violation count: 0
  • Met2 usage: 0.366
  • GRT Resource Usage Total: 0.242
  • Top Usage Layer GRT: met2
  • GR Overflow Total: 0
  • Met3 GRT Util: 0.156
  • First-pass GRT wire length: 29700 um

Pwr
  • Comb pwr share: 0.124
  • Psw: 0.518 mW
  • Sequential share of power: 0.456
  • Worst vdd ir: 0.000171 V
  • Leakage power: 2.90 nW
  • PwrDens: 262 nW/um^2
  • Int Pwr: 1.65 mW
  • Switching share of power: 0.239
  • Clk pwr share: 0.420

Yosys
  • Cell variety after synth: 36
  • Ys flop type: edfxtp_1
  • Yosys cell count: 554
  • Post-synth area hogs: edfxtp_1, mux4_2, nor2_1
  • Syn avg cell area: 13.3 um^2
  • Dominant cell area share: 0.522
  • Post-synth seq share: 0.544
  • Number of enable flip-flop cells: 128
  • Synth area leader: edfxtp_1
  • Area figure in the yosys stat output: 7360 um^2
  • Ys Warns: 1
  • Async S/R FF share, synth: 0
  • Synthesized cell area: 7360 um^2
  • Yosys reg bits: 136
  • Gate Count Post-Synth: 554

Worst setup path
  • Crit path cell chain: buf_2 > buf_4 > mux4_2 > a22oi_1 > nand2_1 > nand3_1 > o21ai_1 > buf_4 > a21oi_2
  • Slowest CP cell: o21ai_1
  • Worst-path maximum fanout: 34
  • Worst setup EP type: register
  • Worst path arrival time: 4.93 ns
  • CP startpoint kind: input port
  • CP peak stage delay: 0.90 ns
  • WP data required: 6.85 ns
  • Cell repeated most along the worst path: buf_4
  • Crit path max-delay family: buffers and inverters
  • Setup CP Type: input port to register
  • CP Buf/Inv Count: 3

Final layout
  • Layout area overhead: 12.4%
  • Fin util: 0.459
  • Top Layout Cells: edfxtp_1, nor2_1, mux4_2
  • Layout cell share with drive strength beyond 1: 0.222
  • Fill count: 1567
  • Commonest Layout Cell: edfxtp_1

Job
  • Tool Warnings: 25
  • Max Cap Violations: 0

Routing
  • DRT Wirelength: 19800 um
  • Pre-Repair DR Iteration Count: 7
  • Post-DRT Antenna Nets: 0
  • DR iter-0 viols: 426
  • DR vias: 4847
  • Vias per cell: 6.06
  • Routed len/inst: 24.8 um
  • Residual DRC: 0
  • Antenna diodes: 0

Clocking
  • CTS tree: yes
  • Clk buf depth: 2
  • # Post-CTS Setup Buffers: 0
  • CTS Buf Count: 17
  • Num Clock Sinks: 136
  • Post-CTS Resized: 0
  • CTS H-tree lvls: 4
  • Clock root buffer: clkbuf_16
  • Clk slew on worst S/H paths: 0.06 ns
  • Hold_buf cts: 0
  • Worst-Skew Late Latency: 0.43 ns

Floorplanning
  • Initial Util: 0.408
  • Cell row count: 49
  • I/O Pins: 20
  • Core footprint: 18000 um^2
  • Die Span Y: 138 um
  • Die area: 18900 um^2
  • DIE WIDTH: 138 um

Placed design
  • Routability congestion estimate: 0.880
  • Port bufs: 19
  • DP Wirelength: 13000 um

STA
  • Min Tclk post-route: 4.78 ns
  • Worst Clk Skew: 0.0114 ns
  • Final Hold Vio Count: 0
  • Cycle use final: 0.714
  • Max Slew Vio Count: 0
  • Max-Slew Margin vs Limit: 0.348
  • Worst Max-Slew Pin Slew: 0.971 ns
  • Final count of negative-setup-slack endpoints: 0
  • Unrepaired setup endpoints after global routing: no
  • Total negative slack: 0 ns
  • Max Clock Freq: 209 MHz

Min path
  • Hold Path Class: register to register

Status
  • Status: finished clean
[final timing paths]
path,endpoint,cells past startpoint,slack (ns),startpoint
worst min-delay path,dato_up[1]$_SDFFE_PP0N_,2,0.49,dato_up[1]$_SDFFE_PP0N_
worst min register to register,dato_up[1]$_SDFFE_PP0N_,2,0.49,dato_up[1]$_SDFFE_PP0N_
worst max-delay path,mem[13][7]$_SDFFCE_PN0P_,9,1.92,addr[0]
worst max register to register,mem[12][2]$_SDFFCE_PN0P_,7,3.21,mem[10][0]$_SDFFCE_PN0P_
[logic make-up (layout without fill, tap and decap cells)]
group	after synthesis	count (layout)	share of synthesized area
muxes	81	81	0.234
buffers and inverters	51	68	0.0325
AOI/OAI and AO/OA	62	62	0.0526
xor gates and xnor gates	4	4	0.00578
DFF	136	136	0.544
and+or+nand+nor	219	219	0.129
adders and majority gates	1	1	0.00170
[through the flow]
stage | worst slack (ns) | hold WS (ns) | cell area (um^2) | total power, mW | instances
after floorplan | 2.51 | 0.440 | 7360 | 1.18 | 554
after global placement | 1.57 | 0.475 | 7700 | 1.27 | 768
after detailed placement | 1.48 | 0.491 | 7700 | 1.27 | 768
after CTS | 1.91 | 0.504 | 8270 | 2.18 | 800
after global routing | 1.50 | 0.528 | 8270 | 2.24 | 800
final | 1.92 | 0.494 | 8270 | 2.17 | 800
[layout make-up]
cell class	instances	area [um^2]	share of cell area
Clock buffer	20	437	0.0528
Clock inverter	12	133	0.0160
Inverter	2	7.51	0.000908
Multi-Input combinational cell	367	3110	0.377
Sequential cell	136	4000	0.484
Tap cell	229	287	0.0346
Timing Repair Buffer	34	288	0.0348
[worst register-to-register path: stages (launching register included)]
cell	delay [ns]
edfxtp_1	0.39
mux4_2	0.49
a22oi_1	0.20
nand2_1	0.49
ha_1	0.49
xnor2_1	0.80
buf_4	0.31
nor2_1	0.06
[cells in the mapped netlist, drive strengths merged, types with 2 or more instances]
library cell,n
a22oi,12
dfxtp,8
a21oi,28
buf,18
mux4,73
or4,16
nor4bb,2
mux2i,8
clkbuf,31
a31oi,4
nand3,3
o21ai,17
nand2,60
nand4,3
inv,2
edfxtp,128
nor2b,4
xor2,3
nor2,123
[sequential cells by signal, indices dropped and copies added, names as in the netlist]
| register | flops |
|---|---|
| dato_up | 8 |
| mem | 128 |
[layer usage]
layer | vias to the layer above | part of all wire
met5 | - | 0
met4 | 0 | 0.022
met1 | 2347 | 0.36
met3 | 32 | 0.15
met2 | 326 | 0.47
li1 | 2142 | -
[power by group through the flow]
stage	clock [mW]	combinational (mW)	sequential, mW
after global routing	0.961	0.287	0.993
final	0.911	0.268	0.989
after CTS	0.919	0.268	0.989
No activity file was given, so power comes from the tool's default toggle rates.
