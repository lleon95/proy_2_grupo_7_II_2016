`design.v`:
```
`timescale 1ns / 1ps
module memoria_down(addr,addrm,down,erase,reset,clk,dato_down);
input down;
input reset;
input erase;
input [3:0] addrm;
input clk;
input [3:0] addr;
output [7:0] dato_down;
reg [7:0] dato_down;
reg [7:0] mem [0:15];
always @(posedge clk)
begin
 if (reset)
 begin
  dato_down <= 0;
  mem[0]<= 0;
  mem[1]<= 0;
  mem[2]<= 0;
  mem[3]<= 0;
  mem[4]<= 0;
  mem[5]<= 0;
  mem[6]<= 0;
  mem[7]<= 0;
  mem[8]<= 0;
  mem[9]<= 0;
  mem[10]<= 0;
  mem[11]<= 0;
  mem[12]<= 0;
  mem[13]<= 0;
  mem[14]<= 0;
  mem[15]<= 0;
 end
 else
 begin
  if (erase)
   mem[addrm] <= 0;
	else
	 dato_down <= mem[addrm];
  if (down)
   mem[addr] <= mem[addr] + 1;
  else
  begin
  end
 end
end
endmodule
```
`run.sh`:
```
#!/bin/bash
# OpenROAD 26Q1-2900-gdf79404cd8, Yosys 0.63+post, stock flow scripts
make -C /OpenROAD-flow-scripts/flow DESIGN_CONFIG=/design/flow/config.mk WORK_HOME=/design/flow/orfs finish
```
`config.mk`:
```
export PLATFORM = sky130hd
export DESIGN_NAME = memoria_down
export DESIGN_NICKNAME = memoria_down
export VERILOG_FILES = /design/flow/design.v
export SDC_FILE = /design/flow/constraint.sdc
export NUM_CORES = 4
export LEC_CHECK = 1
export CORE_UTILIZATION = 50
```
`constraint.sdc`:
```
current_design memoria_down

set clk_period 6.7
set clk_io_pct 0.2

create_clock -name clk0 -period $clk_period [get_ports {clk}]

set non_clock_inputs [all_inputs -no_clocks]
set_input_delay [expr $clk_period * $clk_io_pct] -clock clk0 $non_clock_inputs
set_output_delay [expr $clk_period * $clk_io_pct] -clock clk0 [all_outputs]
```
==> qor.txt <==
FFs w/ async S/R, synth -> 0%
non-filler instance count after layout -> 749
global route overflow -> 0
Psw -> 0.5037 mW
Mapped Cells -> 554
sw frac -> 23.84%
DP Area -> 7649 um^2
Dominant flop cell -> edfxtp_1
hold slack -> 0.4936 ns
Leakage -> 2.885 nW
pre-CTS setup slack -> 1.649 ns
later-pin clock latency in the skew report -> 0.42 ns
crit-path max FO -> 21
vias -> 4,848
vias in the first global route -> 4,894
layout cells sized above 1 -> 22.14%
measured slew at the worst slew-check pin -> 0.9185 ns
chip area -> 15,200 um^2
Flops after synth -> 136
ant diodes -> 0
data required time at the worst endpoint -> 6.85 ns
MI comb area -> 3114 um^2
average routed wire per standard cell -> 26.67 um
Critical Path End Type -> flop
GR Util met2 -> 45.95%
post-CTS sizing -> 0
status -> finished, final reports clean
met1 Usage GRT -> 46.87%
gr usage total -> 31.51%
RePlAce Congestion -> 0.9127
antenna-violating nets left -> 0
Final WS setup -> 2.078 ns
Hold Fails Final Rpt -> 0
EDFF count, synth -> 128
Die Y -> 123.3 um
Max VDD drop -> 0.1780 mV
fp util -> 52.19%
worst path arrival time -> 4.77 ns
CTS Hold Bufs -> 0
clk slew on worst S/H paths -> 0.05 ns
CP startpoint kind -> input port
Core Area -> 14,100 um^2
row cnt -> 43
period utilization -> 68.98%
Post-synth seq share -> 54.42%
IO Count -> 20
DRT Pass-1 Iters -> 6
Sequential cell area -> 4004 um^2
# placed instances -> 721
Avg Cell Area, Syn -> 13.28 um^2
1st-iter DRT viols -> 406
PwrDens -> 258.6 nW/um^2
number of cells in Yosys stat -> 554
Post-Route WL -> 19,980 um
fin util -> 57.96%
Clk pwr share -> 40.1%
Log Warnings -> 25
met3 Usage GRT -> 16.85%
Max-Cap Viols -> 0
Slew Limit Fails -> 0
Clock Tree Buf Depth -> 2
setup TNS -> 0 ns
yosys synthesis chip area -> 7357 um^2
Die Width -> 123.3 um
Fillers -> 1,112
total clock sinks -> 136
register-to-register setup slack -> 3.57 ns
design area -> 8170 um^2
CTS tree -> built
TritonCTS Buffers -> 17
Via density -> 6.473
Setup Crit Path Kind -> input port to flop
P&R area growth vs syn -> 11.05%
Int Power -> 1.609 mW
Yosys cell types -> 36
Final min period -> 4.622 ns
Total Power Consumption -> 2.112 mW
# H-tree levels -> 4
Gate power share -> 13.1%
postcts setup bufs -> 0
unrepaired setup endpoints after global routing -> false
DRC errors left -> 0
# port buffers -> 19
initial antenna violation count -> 0
root buffer cell -> clkbuf_16
dpl hpwl -> 13,330 um
Top Layout Cells -> edfxtp_1, nor2_1, mux4_2
first-pass GRT wire length -> 29,910 um
largest net degree at the start of global routing -> 37
Worst Skew -> 0.009405 ns
Flop pwr share -> 46.8%
Warnings, synthesis -> 1
GR peak layer -> met1
Top cell excl fill/tap -> edfxtp_1
Max-slew headroom -> 37.90%
final setup violation count -> 0
Hold Crit Class -> flop to flop
post-synthesis cell area -> 7357 um^2
fmax -> 216.4 MHz
-- power groups by stage --
| stage | Clock (mW) | Sequential, mW | Combinational [mW] |
|---|---|---|---|
| finish | 0.846 | 0.988 | 0.278 |
| global route | 0.900 | 0.993 | 0.297 |
| CTS | 0.862 | 0.988 | 0.278 |
-- area by class of cell --
| class | count | share of cell area (%) |
|---|---|---|
| Sequential cell | 136 | 49.00 |
| Multi-Input combinational cell | 367 | 38.12 |
| Clock buffer | 21 | 5.390 |
| Timing Repair Buffer | 36 | 3.645 |
| Tap cell | 180 | 2.757 |
| Clock inverter | 7 | 0.9954 |
| Inverter | 2 | 0.09188 |
-- synth_stat cells, types with 2 or more instances --
cell	number	share of area, %
nor2_1	123	6.3
a21oi_1	18	1.2
dfxtp_1	8	2.2
o21ai_0	16	1.1
inv_1	2	0.10
edfxtp_1	128	52
buf_1	2	0.10
xor2_1	2	0.24
nor2b_1	4	0.34
nor4bb_1	2	0.27
nand4_1	3	0.26
or4_1	16	1.6
buf_2	11	0.75
a21oi_2	10	1.2
clkbuf_1	31	1.6
a31oi_1	4	0.34
buf_6	4	0.61
a22oi_1	12	1.2
nand2_1	60	3.1
mux2i_1	8	1.1
nand3_1	3	0.20
mux4_2	73	22
-- worst paths after layout --
kind / from / endpoint / cells past startpoint
setup reg to reg: mem[3][0]$_SDFFCE_PN0P_ / mem[1][6]$_SDFFCE_PN0P_ / 10
setup / recovery: addr[0] / mem[1][6]$_SDFFCE_PN0P_ / 12
hold / removal: dato_down[1]$_SDFFE_PP0N_ / dato_down[1]$_SDFFE_PP0N_ / 2
hold reg to reg: dato_down[1]$_SDFFE_PP0N_ / dato_down[1]$_SDFFE_PP0N_ / 2
-- critical path, stage by stage --
cell     delay [ns]
buf_2          0.49
buf_4          0.47
mux4_2         0.56
a22oi_1        0.20
nand2_1        0.49
ha_1           0.48
inv_1          0.07
a41oi_1        0.04
nand4_1        0.13
xor2_1         0.14
buf_4          0.25
nor2_1         0.08
-- sequential cells by signal, summed over array words and instances (netlist names) --
name,cells
dato_down,8
mem,128
-- per-layer routing --
metal	share of wire [%]	up-vias
met5	0	-
met4	2.3	0
met3	13	26
met2	48	261
met1	37	2419
li1	-	2142
-- kinds of logic after synthesis --
group	after synthesis	share of synthesized area [%]
buffers and inverters	51	3.248
AOI/OAI and AO/OA	62	5.255
DFF	136	54.42
muxes	81	23.44
and+or+nand+nor	219	12.89
adders and majority gates	1	0.1700
xor gates and xnor gates	4	0.5784
No activity file was given, so power comes from the tool's default toggle rates.
